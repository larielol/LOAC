===== /design/flow/run.sh =====
#!/bin/bash
# OpenROAD 26Q1-2900-gdf79404cd8, Yosys 0.63+post, stock flow scripts
make -C /OpenROAD-flow-scripts/flow DESIGN_CONFIG=/design/flow/config.mk WORK_HOME=/design/flow/orfs finish

===== /design/flow/config.mk =====
export PLATFORM = sky130hd
export DESIGN_NAME = ULA
export DESIGN_NICKNAME = ULA
export VERILOG_FILES = /design/flow/design.v
export SDC_FILE = /design/flow/constraint.sdc
export NUM_CORES = 4
export LEC_CHECK = 1
export CORE_AREA = 10 10 75 75
export DIE_AREA = 0 0 85 85

===== /design/flow/constraint.sdc =====
current_design ULA

set clk_period 11.4
set clk_io_pct 0.2

create_clock -name clk0 -period $clk_period

set non_clock_inputs [all_inputs -no_clocks]
set_input_delay [expr $clk_period * $clk_io_pct] -clock clk0 $non_clock_inputs
set_output_delay [expr $clk_period * $clk_io_pct] -clock clk0 [all_outputs]

===== /design/flow/design.v =====
parameter X = 2;
parameter Y = 8;
module ULA(
  input logic [X - 1:0] F,
  input logic signed [Y - 1:0] A, B,
  output logic signed [Y - 1:0] SAIDA,
  output logic FLAG_O
);
always_comb begin
  case(F)
    2'b00:
      SAIDA = A & B;
    2'b01: 
      SAIDA = A | B; 
    2'b10:
      SAIDA = A + B;
    2'b11:
      SAIDA = A - B;
  endcase
  FLAG_O = 0; 
  if (F == 2'b10) begin
    if (((A > 0 && B > 0) && (SAIDA < 0)) || ((A < 0 && B < 0) && (SAIDA > 0)))
      FLAG_O = 1;
  end
  if (F == 2'b11) begin
    if (((A > 0 && B < 0) && (SAIDA < 0)) || ((A < 0 && B > 0) && (SAIDA > 0)))
      FLAG_O = 1; 
  end
end
endmodule

==> run summary <==
impl run done, here's what came out: mean post-synth cell area 6.90 um2, Reg power frac 0%, Area leader share 15.8%, Routed met2 length 1.06 mm, Slew headroom 64.8%, Pwr Density 56.3 nW/um2, largest net degree at the start of global routing 16, Min-Delay Path Class input pin to primary output, Post-Synthesis Cells 115, fp_density 19.5%, most frequent cells in the layout clkdlybuf4s50_1 (27), nor2_1 (11), o21ai_0 (10), ha_1 (10), inv_1 (9), tool warnings 34, hold endpoint SAIDA[2], initial antenna violation count 0, Crit Path Max Fanout 15, fin cells 189, Via Count 892, DR WL met3 89 um, initial DRC count 48, crit share post-route 71.3%, iteration count of the initial detailed-routing pass 4, Synth Seq Share 0%, top sig layer met3, slew of the pin with the lowest slew margin 0.526 ns, peak supply drop 0.0219 mV, FFs & Latches 0, yosys warns 1, number of cells in Yosys stat 115, Leak Pwr 0.438 nW, wirelength, routed 2.49 mm, internal power 0.0000327 W, core area 4060 um2, DP HPWL 2.08 mm, CTS Hold Buffers Added 0, synthesized area 793 um2, DIE WIDTH 85 um, via/cell ratio 4.72, Commonest Layout Cell clkdlybuf4s50_1, switch share 47.1%, I/O pin cnt 27, clock network power share 0%, crit path launch type input pin, wire length per cell 13.2 um, CP required 9.12 ns, global route overflow 0, final core occ 27.1%, Arr. time, crit path 5.85 ns, Final setup viols 0, gpl congestion 0.791, Area growth, synth to finish 38.6%, hold path start A[2], GRT Overall Usage 6.56%, Remaining DRCs 0, switching pwr 0.0000291 W, Cell Rows 23, remaining antenna violation count 0, Post-CTS Setup Bufs 0, post_cts resized 0, Inst Count DP 189, Flop area 0 um2, layout cell share with drive strength beyond 1 7.19%, RSZ-0062 raised after global routing no, largest area contributor in the netlist ha_1, design area 1100 um2, Buffers on Ports 27, Comb power frac 100.0%, final hold violation count 0, Die Span Y 85 um, fmax 0.123 GHz, WS Path Type input pin to primary output, clock buf count 0, Worst setup EP type primary output, fill count 448, M1 wire length 1.34 mm, first-pass GRT wire length 4.15 mm, Cell Type Count 37, WHS Path Cells 4, Setup TNS Final 0 ns, min Tclk post-route 8.13 ns, max_cap viols 0, Die ar. 7230 um2, Cell area leaders ha_1 (16%), o21ai_0 (6.3%), nor2_1 (5.2%), nand2b_1 (4.7%), or3_1 (4.7%), Yosys chip area 793 um2, final slew viol count 0, diode count 0, DP Area 1100 um2, status finished, final reports clean, vias in the first global route 880
power by group through the flow:
stage	Combinational, W	Sequential, W	Clock, W
final	0.0000619	0	0
after global routing	0.0000697	0	0
after CTS	0.0000625	0	0
worst max-delay path, cell delays in order:
cell,delay [ns]
clkdlybuf4s50_1,0.80
nand2_1,0.21
o21ai_0,0.35
inv_1,0.08
ha_1,0.28
nand2b_1,0.11
a21oi_2,0.09
or3_1,0.34
a31o_1,0.24
nor4_1,0.34
and3b_1,0.23
o22ai_2,0.08
clkdlybuf4s50_1,0.40
through the flow:
stage	total power [W]	hold slack, ns	setup WS [ns]
after floorplan	0.0000365	4.60	4.72
after global placement	0.0000622	5.68	3.21
after detailed placement	0.0000621	5.68	3.23
after CTS	0.0000625	5.69	3.23
after global routing	0.0000697	5.76	2.91
final	0.0000619	5.67	3.27
final cells by class:
type	instances	area [um2]	area share, %
inverters	9	33.8	3.07
well taps	50	62.6	5.69
multi-input cells	103	733	66.7
repair buffers	27	270	24.6
cells by family (layout without fill, tap and decap cells):
kind of cell	Yosys count	after routing	share of synthesized area [%]
buf+inv	12	36	7.57
simple gates	46	46	30.4
xor+xnor	8	8	9.78
compound gates	35	35	30.1
mux	2	2	2.52
fa+ha+maj	12	12	19.6
how the worst max path moves through the flow:
| stage | from | endpoint | slack, ns | cells after the start |
|---|---|---|---|---|
| 5_1_grt | F[1] | FLAG_O | 2.91 | 13 |
| 4_1_cts | F[1] | FLAG_O | 3.23 | 13 |
| 6_report | F[1] | FLAG_O | 3.27 | 13 |
cell usage after synthesis:
cell type and count:
o21ai_2 2, o22ai_2 1, nand4_1 1, nor4b_1 1, or4_1 2, a31o_2 2, a21oi_1 7, o211ai_1 1
o31ai_1 4, fa_1 1, xor2_1 3, buf_2 1, nand2b_1 6, maj3_1 1, a21oi_2 2, inv_1 9
nand2_1 8, ha_1 10, a31o_1 1, buf_6 1, a21o_1 1, xor2_2 1, o41a_2 1, nor4_1 3
nor3_1 3, nor2_1 11, or3_1 6, o21a_1 1, nand3_1 3, a211oi_1 1, a21boi_0 1, mux2i_1 2
and2_2 1, xnor2_1 4, and3b_1 1, o21ai_0 10, clkdlybuf4s25_2 1
layer usage:
layer	vias up	GRT usage (%)
met3	0	0.963
met2	19	10.4
li1	471	-
met4	0	0
met1	402	9.67
met5	-	0
Power is estimated from default activity; no workload was simulated.
