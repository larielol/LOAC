<file path="/design/flow/run.sh">
#!/bin/bash
# OpenROAD 26Q1-2900-gdf79404cd8, Yosys 0.63+post, stock flow scripts
make -C /OpenROAD-flow-scripts/flow DESIGN_CONFIG=/design/flow/config.mk WORK_HOME=/design/flow/orfs finish
</file>
<file path="/design/flow/config.mk">
export PLATFORM = sky130hd
export DESIGN_NAME = mux_4bits
export DESIGN_NICKNAME = mux_4bits
export VERILOG_FILES = /design/flow/design.v
export SDC_FILE = /design/flow/constraint.sdc
export NUM_CORES = 4
export LEC_CHECK = 1
export CORE_AREA = 10 10 70 70
export DIE_AREA = 0 0 80 80
</file>
<file path="/design/flow/constraint.sdc">
current_design mux_4bits

set clk_period 1.2
set clk_io_pct 0.2

create_clock -name clk0 -period $clk_period

set non_clock_inputs [all_inputs -no_clocks]
set_input_delay [expr $clk_period * $clk_io_pct] -clock clk0 $non_clock_inputs
set_output_delay [expr $clk_period * $clk_io_pct] -clock clk0 [all_outputs]
</file>
<file path="/design/flow/design.v">
module mux_4bits (
    input logic [3:0] S0, S1, S2, S3, S4, S5, S6, S7,
    input logic [2:0] SEL,
    output logic [3:0] SAIDA, SENSOR);
    always_comb begin
        case (SEL)
            0:
                begin
                    SAIDA <= S0;
                end
            1:
                begin
                    SAIDA <= S1;
                end
            2:
                begin
                    SAIDA <= S2;
                end
            3:
                begin
                    SAIDA <= S3;
                end
            4:
                begin
                    SAIDA <= S4;
                end
            5:
                begin
                    SAIDA <= S5;
                end
            6:
                begin
                    SAIDA <= S6;
                end
            7:
                begin
                    SAIDA <= S7;
                end
        endcase
        SEL <= SENSOR;
    end
endmodule
</file>
==> impl_summary.log <==
[report] extracting results
[metrics] Worst IR Drop VDD: 0.102 mV
[metrics] Synth top cells by count: 11 x sky130_fd_sc_hd__mux2i_1, 6 x sky130_fd_sc_hd__buf_4, 4 x sky130_fd_sc_hd__a211oi_1
[metrics] Peak Freq: 716 MHz
[metrics] DIE HEIGHT: 80 um
[metrics] die width: 80 um
[metrics] routed wire length: 1.73 mm
[metrics] number of cells after detailed placement: 128
[metrics] clock buffer count: 0
[metrics] min Tclk post-route: 1.40 ns
[metrics] final total negative setup slack: -0.734 ns
[metrics] all-layer global routing usage: 5.03%
[metrics] Layout Utilization: 24.4%
[metrics] chip area estimate from yosys synthesis: 342 um2
[metrics] data arrival time at the worst-slack endpoint: 1.16 ns
[metrics] critical path start-end classification: primary input to primary output
[metrics] Iter 0 DRT Violations: 13
[metrics] yosys warning tally: 2
[metrics] worst-case hold slack: 0.994 ns
[metrics] cells in synth_stat.txt: 44
[metrics] Final Cell Area: 833 um2
[metrics] total number of vias: 463
[metrics] wire length of the first global-routing pass: 2.66 mm
[metrics] filler cell count: 385
[metrics] mapped cell area: 342 um2
[metrics] CP endpoint kind: primary output
[metrics] worst-case setup margin in the final layout: -0.197 ns
[metrics] maxcap violations: 0
[metrics] Distinct cells, synth: 16
[metrics] Slew Viols, Final: 0
[metrics] Core Util at FP: 10.0%
[metrics] RSZ-0062 raised after global routing: yes
[metrics] fraction of final layout cells with drive strength greater than 1: 26.5%
[metrics] final cell count without fillers: 129
[metrics] violations in the final reports: setup timing
[metrics] count of inserted antenna diode cells: 0
[metrics] via-per-instance ratio: 3.59
[metrics] count of hold-fix buffers inserted at cts: 0
[metrics] FP Rows: 21
[metrics] Cell Pwr Density: 304 nW/um2
[metrics] antenna violations before repair: 0
[metrics] hold violation total from the final report: 0
[metrics] top-count cell post-synth: sky130_fd_sc_hd__mux2i_1
[metrics] count of TritonRoute iterations in the first routing pass: 3
[metrics] placeable core area: 3420 um2
[metrics] Placed Instance Area: 803 um2
[metrics] type of the worst min-delay path: primary input to primary output
[metrics] via count of the first global-routing pass: 519
[metrics] cell taking the most area after synthesis: sky130_fd_sc_hd__mux2i_1
[metrics] count of boundary I/O pins: 43
[metrics] Post-DRT Antenna Nets: 0
[metrics] crit path max fanout: 7
[metrics] critical path startpoint category: primary input
[metrics] portion of synthesized cell area occupied by the leading cell type: 32.2%
[metrics] register cell area after layout: 0 um2
[metrics] weighted congestion at the end of routability-driven global placement: 0.681
[metrics] growth of design area from synthesis to finish: 144%
[metrics] Port-buffer cells: 42
[metrics] syn_area_per_cell: 7.76 um2
[metrics] run status: complete, but fails checks
[metrics] Seq/Total Area, Yosys: 0%
[metrics] number of failing setup endpoints in the final timing report: 4
[metrics] standby leakage power: 0.387 nW
[metrics] post-CTS setup buffers: 0
[metrics] final routed DRC violation total: 0
[metrics] leading post-synthesis cells by cell area: sky130_fd_sc_hd__mux2i_1 32%, sky130_fd_sc_hd__buf_4 13%, sky130_fd_sc_hd__a211oi_1 8.8%, sky130_fd_sc_hd__o22a_1 7.7%, sky130_fd_sc_hd__nor3b_1 6.6%
[metrics] Post-Synthesis Cells: 44
[metrics] global route overflow: 0
[metrics] Final period util: 116%
[metrics] flip-flop and latch count: 0
[metrics] maximum number of pins on one net before global-route repair: 11
[metrics] average wire per standard cell: 13.4 um
[metrics] worst path required time: 0.96 ns
[metrics] total die size: 6400 um2
[metrics] tool warnings: 34
## worst max-delay path, cell delays in order
cell and delay, ns:
sky130_fd_sc_hd__buf_12 0.11, sky130_fd_sc_hd__buf_12 0.13, sky130_fd_sc_hd__buf_12 0.13, sky130_fd_sc_hd__mux2i_2 0.17, sky130_fd_sc_hd__o22ai_1 0.10, sky130_fd_sc_hd__o22a_1 0.15, sky130_fd_sc_hd__buf_2 0.11
## final cells by class
type	instances	area [um2]	area share [%]
multi-input combinational	35	315	37.8
inverter	1	3.75	0.450
timing repair buffer	47	457	54.8
tap	46	57.6	6.91
## placed cells by master, fill, tap and decap left out, types with 2 or more instances in the layout
master,Yosys,layout
sky130_fd_sc_hd__o22ai_1,3,3
sky130_fd_sc_hd__clkdlybuf4s50_1,0,10
sky130_fd_sc_hd__o22a_1,3,3
sky130_fd_sc_hd__buf_2,0,5
sky130_fd_sc_hd__buf_12,0,3
sky130_fd_sc_hd__nand2_1,2,2
sky130_fd_sc_hd__a211oi_2,0,3
sky130_fd_sc_hd__buf_4,6,3
sky130_fd_sc_hd__dlygate4sd2_1,0,23
sky130_fd_sc_hd__mux2i_1,11,10
sky130_fd_sc_hd__nor3b_2,0,3
sky130_fd_sc_hd__nand2b_4,0,2
sky130_fd_sc_hd__nor2_1,3,3
## kinds of logic after synthesis
group / count (synthesis) / synth area share [%]
AND/OR/NAND/NOR: 10 / 15.8
other: 1 / 1.10
multiplexers: 11 / 32.2
buffers and inverters: 9 / 22.0
AND-OR/OR-AND: 13 / 28.9
## per-layer routing
| metal | track usage, % | wire length, um | vias up | share of wire [%] |
|---|---|---|---|---|
| met3 | 1.14 | 107 | 0 | 6.2 |
| met4 | 0 | 0 | 0 | 0 |
| met2 | 9.55 | 981 | 15 | 57 |
| met1 | 5.87 | 642 | 206 | 37 |
| li1 | - | - | 242 | - |
| met5 | 0 | 0 | - | 0 |
## where the power goes
group          total, mW  internal [mW]  switching [mW]  leakage [nW]
sequential             0              0               0             0
clock                  0              0               0             0
combinational      0.253          0.170          0.0833         0.387
total              0.253          0.170          0.0833         0.387
## stage by stage
step	power [mW]	setup slack, ns
finish	0.253	-0.197
global placement	0.267	-1.03
floorplan	0.0973	0.0301
CTS	0.253	-0.220
global route	0.277	-0.247
detailed placement	0.269	-1.04
## worst paths after layout
check              start        to  slack, ns  cells after the start
setup / recovery  SEL[1]  SAIDA[3]      -0.20                      7
hold / removal    SEL[2]  SAIDA[3]       0.99                      4
## what timing repair did
item,CTS,global route
endpoints found under the setup margin,7,4
pin swaps,13,5
gates cloned,1,0
resized,65,4
hold endpoints to repair,0,0
Power is estimated from default activity; no workload was simulated.
