==> flow/design.v <==
parameter ADDR_WIDTH = 2;
parameter DATA_WIDTH = 4;
module RAM_RW(
  input logic clk, SEL,
  input logic [ADDR_WIDTH-1:0] addr,
  input logic [DATA_WIDTH-1:0] Din,
  output logic [DATA_WIDTH-1:0] Dout);
  logic [DATA_WIDTH-1:0] mem [0:(1<<ADDR_WIDTH)-1];
  always_ff @(posedge clk) begin
    if(SEL) 
      mem[addr] <= Din;
    else 
      Dout <= mem[addr];
  end
endmodule
==> flow/run.sh <==
#!/bin/bash
# OpenROAD 26Q1-2900-gdf79404cd8, Yosys 0.63+post, stock flow scripts
make -C /OpenROAD-flow-scripts/flow DESIGN_CONFIG=/design/flow/config.mk WORK_HOME=/design/flow/orfs finish
==> flow/config.mk <==
export PLATFORM = sky130hd
export DESIGN_NAME = RAM_RW
export DESIGN_NICKNAME = RAM_RW
export VERILOG_FILES = /design/flow/design.v
export SDC_FILE = /design/flow/constraint.sdc
export NUM_CORES = 4
export LEC_CHECK = 1
export CORE_AREA = 10 10 85 85
export DIE_AREA = 0 0 95 95
==> flow/constraint.sdc <==
current_design RAM_RW

set clk_period 1.3
set clk_io_pct 0.2

create_clock -name clk0 -period $clk_period [get_ports {clk}]

set non_clock_inputs [all_inputs -no_clocks]
set_input_delay [expr $clk_period * $clk_io_pct] -clock clk0 $non_clock_inputs
set_output_delay [expr $clk_period * $clk_io_pct] -clock clk0 [all_outputs]
==> results.txt <==
This note records the results obtained with Yosys and OpenROAD.

Yosys
The top cell type by total area after synthesis is sky130_fd_sc_hd__edfxtp_1. The gate count after technology mapping is 30. The flip-flop and latch count after synthesis is 20.

Counting distinct cell types in the post-synthesis netlist gives 7. The main logic family after synthesis is multiplexers. Summing all multiplexer cells gives an area fraction of 12.16%. The synthesized netlist devotes 4.730% of its cell area to simple gates. The proportion of register bits with asynchronous set or reset after synthesis is 0%.

The synthesized netlist was found by Yosys to have 30 cells. The top cell type by area accounts for 81.08% of the synthesized area. After Yosys synthesis, AND-OR and OR-AND compound gates account for 0% of the synthesized area.

The top flip-flop cell by instance count after synthesis is sky130_fd_sc_hd__edfxtp_1. The fraction of the mapped netlist area in adder cells is 0%. The sequential element share of the synthesized area is 81.08%. The post-synthesis cell type with the largest instance count is sky130_fd_sc_hd__edfxtp_1.

The Yosys warning count is 1. Ranked by total cell area, the synthesized netlist is headed by sky130_fd_sc_hd__edfxtp_1 81%, sky130_fd_sc_hd__mux4_2 12%, sky130_fd_sc_hd__and3b_2 2.7%, sky130_fd_sc_hd__buf_6 1.5%, sky130_fd_sc_hd__and3_2 1.0%. The XOR/XNOR share of the synthesized area is 0%. Counting flops with a built-in enable in the synthesized netlist gives 20.

By count the netlist is led by 20 x sky130_fd_sc_hd__edfxtp_1, 4 x sky130_fd_sc_hd__mux4_2, 2 x sky130_fd_sc_hd__and3b_2. A synthesized cell averages 24.69 µm². The netlist area before placement is 740.7 µm².

The post-synthesis chip area from yosys is 740.7 µm².

Routing
The total number of vias is 345. Per the detail_route report, DRC violations left total 0. The number of iterations in the first detailed-routing pass is 3. Per the detailed-route log, wirelength across all metal layers totals 1.196 mm. The first routing iteration left 12 violations.

The number of antenna diodes is 0. The number of vias per cell is 2.851. The count of antenna-violating nets left after detailed routing is 0.

For this sky-water flow run, the detailed-routed wirelength per cell is reported as 9.884 µm.

Setup path
The worst setup path category is in -> reg. The data required time of the worst path is 1260 ps. The critical path capture point type is a flop. STA puts the critical path data arrival time at 1140 ps. Of all nets on the critical path, the largest fanout is 4.

The startpoint class of the critical path is an input pin.

STA
After layout, the minimum clock period comes to 1177 ps. The number of hold violations in the final report is 0. The slew at the pin closest to its max-slew limit is 331.7 ps.

After layout, the worst path uses 90.55% of the clock period. The final max-slew violation count is 0. For the final routed database, the setup TNS stands at 0 ps. The clock arrives with 3.755 ps of skew. The least setup slack across all paths after layout is 122.9 ps. The tightest hold margin is 589.0 ps. The number of setup violations in the final report is 0. Setup repair after global routing left no endpoint under its margin. The worst-case max-slew headroom was logged as 77.85%. The highest achievable clock rate is 849.5 MHz.

Global route
The number of global-route vias before repair was 407. The number of antenna violations at the first check in global routing was 0. The global-route total usage across every layer is 2.851%. The maximum number of pins on one net before global-route repair is 13. The total overflow left after global routing is 0. The first global-routing pass estimated 1.973 mm of wire.

Layout
The post-route non-filler standard cell count is 121. The post-route netlist has 34.69% of its cells at a drive strength greater than 1. The area growth from synthesis to layout is 40.88%.

The final design area excluding fillers is 0.001044 mm².

Pwr
The logic gate share of total power is 6.4%. In this run the power density over the cells is 1384 mW/mm². The power report puts the net switching power at 227.0 µW. The clock share of power is 41.2%.

The static power due to leakage is 0.3592 nW. The internal power of the cells totals 1.218 mW. Sequential cells burn 52.4% of the power.

The share of total power consumed by net switching is 15.72%. Per the power-grid run, VDD falls by no more than 0.9823 mV.

Clocking
As reported, the later end of the worst-skew pair has a clock insertion delay of 250 ps. The total clock buffers created by CTS is 3. Buffers added to address setup during post-CTS repair amount to 0. The maximum clock path buffer count is 2. CTS built an H-tree with a depth of 1. Per the post-CTS timing run, clock transition at the registers of the reported paths is 70 ps. The buffer type at the clock tree root is sky130_fd_sc_hd__clkbuf_8. CTS saw 20 sinks.

Buffers inserted to repair hold after CTS numbered 0. TritonCTS built the clock tree.

Status
The run finished with clean final reports.

Floorplan
The boundary pin count is 12. The width of the die is 95 µm. The area of the core region is 0.005473 mm². The total die size is 0.009025 mm².

The floorplan row count is 27. The initial core utilization is 13.53%. The floorplan die height is 95 µm.

Hold path
The class of the most critical hold timing path is in -> reg.

Place
In this run, placement finished with an instance count of 117. At the placement stage, the worst setup path has a slack of -379.0 ps. The final weighted congestion in routability-driven placement is 0.7522. The count of buffers added on input and output ports is 11.

The placed instance area is 967.2 µm².

Job
The tool warning count is 25. The max-capacitance violation count is 0.
## critical path: stages
cell                              delay, ps
sky130_fd_sc_hd__clkdlybuf4s50_1        500
sky130_fd_sc_hd__buf_4                  120
sky130_fd_sc_hd__and3b_2                250
## sequential cells by signal, indices dropped and copies added (netlist names)
| register | count |
|---|---|
| Dout | 4 |
| mem | 16 |
## power by group through the flow
stage | clock [mW] | combinational [mW] | sequential [mW]
CTS | 0.614 | 0.0946 | 0.757
global route | 0.654 | 0.102 | 0.760
finish | 0.595 | 0.0923 | 0.757
## final timing paths
check / startpoint / endpoint / slack (ps) / cells past startpoint
max: SEL / mem[1][0]$_DFFE_PP_ / 120 / 3
min: addr[1] / Dout[0]$_DFFE_PN_ / 590 / 2
min reg2reg: mem[0][3]$_DFFE_PP_ / Dout[3]$_DFFE_PN_ / 630 / 1
max reg2reg: mem[3][1]$_DFFE_PP_ / Dout[1]$_DFFE_PN_ / 200 / 1
## per-layer routing
metal	wire length (µm)	share of wire, %	GRT usage, %
met1	558	47	3.643
met2	516	43	4.119
met3	112	9.4	2.003
met4	8	0.67	0.1247
met5	0	0	0
## what timing repair did
action,CTS,global route
endpoints found under the setup margin,12,19
gates resized,7,1
hold endpoints to repair,0,0
## per-stage QoR
stage	utilization (%)	total power, mW
4_1_cts	19.02	1.466
3_3_place_gp	17.67	0.8696
6_report	19.07	1.445
2_1_floorplan	-	0.8043
3_5_place_dp	17.67	0.8721
5_1_grt	19.07	1.516
## final cells by class
class / instances / area [µm²]
clock buffer: 3 / 41.29
clock inverter: 1 / 30.03
fill: 596 / 4429
inverter: 1 / 3.754
multi-input combinational: 8 / 130.1
sequential: 20 / 600.6
tap: 72 / 90.09
timing repair buffer: 16 / 147.6
## logic make-up after synthesis
group | after synthesis
AND/OR/NAND/NOR | 4
multiplexers | 4
flip-flops | 20
buffers and inverters | 2
## cell usage in the layout, fill, tap and decap left out, types with 2 or more instances in the layout
cell and instances:
sky130_fd_sc_hd__and3b_2 2, sky130_fd_sc_hd__buf_4 4, sky130_fd_sc_hd__clkbuf_8 3, sky130_fd_sc_hd__clkdlybuf4s50_1 5, sky130_fd_sc_hd__dlygate4sd2_1 5, sky130_fd_sc_hd__edfxtp_1 20, sky130_fd_sc_hd__mux4_2 4
Power and IR drop assume default switching activity.
